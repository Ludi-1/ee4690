==> design/flow/design.v <==
module ibuf #(
    parameter IMG_DIM = 28,
    parameter IMG_SIZE = IMG_DIM**2,
    parameter ADDR_WIDTH = $clog2(IMG_SIZE)
) (
    input clk,
    input i_we,
    input [ADDR_WIDTH-1:0] i_addr,
    input i_data,
    output reg [IMG_SIZE-1:0] o_data
);
reg registers [2**ADDR_WIDTH-1:0];
always @(posedge clk) begin
    if (i_we) begin
        registers[i_addr] <= i_data;
    end
end
always @(*) begin
    for (int i = 0; i < IMG_SIZE; i++) begin
        o_data[i] = registers[i];
    end
end
endmodule
==> design/flow/run.sh <==
#!/bin/bash
# OpenROAD 26Q1-2900-gdf79404cd8, Yosys 0.63+post, stock flow scripts
make -C /OpenROAD-flow-scripts/flow DESIGN_CONFIG=/design/flow/config.mk WORK_HOME=/design/flow/orfs finish
==> design/flow/config.mk <==
export PLATFORM = sky130hd
export DESIGN_NAME = ibuf
export DESIGN_NICKNAME = ibuf
export VERILOG_FILES = /design/flow/design.v
export SDC_FILE = /design/flow/constraint.sdc
export NUM_CORES = 4
export LEC_CHECK = 1
export CORE_AREA = 10 10 461 461
export DIE_AREA = 0 0 471 471
==> design/flow/constraint.sdc <==
current_design ibuf

set clk_period 3.2
set clk_io_pct 0.2

create_clock -name clk0 -period $clk_period [get_ports {clk}]

set non_clock_inputs [all_inputs -no_clocks]
set_input_delay [expr $clk_period * $clk_io_pct] -clock clk0 $non_clock_inputs
set_output_delay [expr $clk_period * $clk_io_pct] -clock clk0 [all_outputs]
==> Table 3: Implementation characteristics <==
Characteristics after synthesis and place and route

Parameter                              Value

CTS
  Root Buffer    clkbuf_16
  Clock tree from TritonCTS    done
  Sink Count    784
  Clk buf depth    3
  Cts hold-fix bufs    0
  CTS-repair resized insts    0
  Clock slew seen by the registers of the worst setup and hold paths    0.06 ns
  Max H-tree Level    3
  Buffers inserted by post-CTS timing repair    0
  CTS Buf Count    about 86

Final layout
  Post-synthesis to final-layout area growth    23.4%
  Post-Layout Cell Count    5,369
  Filler Cells Inserted    around 21,000
  Util after Layout    22.2%
  Sequential standard cell area    roughly 0.024 mm^2
  Largest Register    registers
  Area occupied by multi-input gates    0.00562 mm^2
  Final std cell area, no fill    about 0.045 mm^2
  Fraction of final layout cells with drive strength greater than 1    between 10% and 20%
  Largest register FFs    between 700 and 800
  Leading registers by flop count    registers x784

STA
  Max Clk Rate    392 MHz
  Post-route worst hold slack    between 0.3 and 0.4 ns
  Max transition margin    31.9%
  Slew of the pin with the lowest slew margin    approximately 1 ns
  Finish-stage setup viols    0
  Count of final max-slew check failures    0
  RSZ-0062 raised after global routing    no
  Fin crit share    around four fifths
  Final hold viol count    0
  Fin crit period    about 2.6 ns

Yosys
  Cell area after synthesis    ~0.036 mm^2
  Chip area in the Yosys report    0.0363 mm^2
  Count of cell types in the netlist    20
  Proportion of synthesized chip area in sequential cells    approximately 65%
  Post-synth tally of flip-flops with integrated enable    784
  Number of instances in the synthesized netlist    around 2,700
  Number of warnings reported in the yosys synthesis log    1
  Post-Synthesis Mean Instance Area    roughly 13 um^2
  Leading register cell type out of synthesis    edfxtp_1
  Cells in synth_stat.txt    approximately 2,700
  Synth Register Bits    slightly below 800
  Async set or reset register ratio after synthesis    0%

Place
  Placer Congestion    ~0.82
  Estimated wirelength of the detail-placed design    roughly 85 mm
  Placed Area    approximately 0.042 mm^2
  Cells after DPL    ~5,200
  Port buffer count    approximately 800

Floorplan
  IO Count    about 800
  Width of the die    around 470 um
  Vert. Die Dim    approximately 470 um
  Floorplan Core Area    between 0.2 and 0.25 mm^2
  Core Rows    around 170
  Pre-Place Util    between 10% and 20%
  Total die size    approximately 0.22 mm^2

GRT
  First-pass GRT wire length    between 150 and 200 mm
  Global routing usage on met1    between 10% and 20%
  Most utilized layer in the global route result    met2
  Overall Global Routing Usage    11.6%
  Maximum number of pins on one net before global-route repair    ~160
  Met2 Resource Use GR    a little under a fifth
  Vias in the first global route    22,600
  Remaining global-route overflow    0
  Number of antenna violations at the first check in global routing    14
  GR met3 Demand/Resource    approximately 6%

Routing
  Count of TritonRoute iterations in the first routing pass    5
  DR WL/cell    between 20 and 25 um
  Routed Antenna Nets    0
  Residual DRC count    0
  Detail-routed via count per cell    4.11
  Routed wire length    around 130 mm
  Iter 0 DRT Violations    1,996
  Total number of vias    22,100

Power
  Pleak    approximately 13 nW
  Power Density    approximately 500 mW/mm^2
  Final Total Pwr    around 22 mW
  Worst voltage drop across the vdd grid    about 0.48 mV

Worst setup path
  Launch point of the critical path    i_we
  Most numerous cell on the critical path    buf_4
  Crit-path max FO    ~45
  Crit path to    registers[770]
  Data arrival time of the worst path    about 3.0 ns
  Slowest stage cell on the critical path    nor4_1
  Setup Crit Path Kind    in -> reg
  Kind of cell adding the most delay to the critical path    buffers and inverters
  Worst path buffer plus inverter count    5
  Critical Path, Cell by Cell    clkdlybuf4s50_1, buf_4, buf_4, nand4bb_4, buf_12, nor4_1, buf_4
  Data required, critical path    3.60 ns
  Startpoint kind of the worst setup timing path    primary input
  Critical Path Max Stage Delay    approximately 0.74 ns
  Logic depth of the worst setup path including buffers    7
  Critical path capture point type    flop

Worst hold path
  Classification of the worst-slack hold path    in -> reg
  Number of cells traversed by the worst hold path    1

Status
  Status    finished clean

Flow run
  Number of warnings in the stage logs    31
  Max-capacitance violation count    0
==> cells by family after synthesis <==
kind of cell	share of synthesized area, %
simple gates	15.1
buf+inv	20.2
flops	64.8
==> cell usage in the layout, fill, tap and decap left out, types with 2 or more instances in the layout <==
master	instances
buf_12	54
buf_4	68
bufinv_16	6
clkbuf_1	19
clkbuf_16	88
clkdlybuf4s50_1	794
clkinv_1	22
clkinv_2	9
clkinv_4	3
clkinv_8	3
clkinvlp_4	4
diode_2	11
edfxtp_1	784
inv_16	2
inv_8	3
nand2_4	3
nand2b_1	2
nand2b_4	6
nand3b_1	5
nand4b_1	4
nand4bb_4	3
nor4_1	742
nor4_2	42
or2_4	3
or3b_2	2
or3b_4	3
==> cell type report <==
cell class              count  share of cell area (%)
multi-input cells         825                    12.5
clock buffers             107                    5.07
diodes                     11                  0.0614
flip-flops and latches    784                    52.5
well taps                2672                    7.45
repair buffers            918                    21.3
clock inverters            52                    1.09
==> synthesized netlist by cell type (all sizes together) (2+ instances only) <==
cell type / n / area share (%)
nand4b: 4 / 0.096
clkbuf: 245 / 2.5
nand3b: 5 / 0.10
or3b: 6 / 0.14
or2: 4 / 0.069
nor4: 784 / 14
nand4bb: 5 / 0.15
buf: 891 / 18
nand2b: 8 / 0.14
or3: 2 / 0.034
edfxtp: 784 / 65
nand2: 4 / 0.041
==> worst min-delay path by stage <==
| stage | slack [ns] | from | end |
|---|---|---|---|
| CTS | 0.33 | i_data | registers[445] |
| global route | 0.34 | i_data | registers[445] |
| finish | 0.37 | i_data | registers[445] |
==> stage by stage <==
| step | worst slack, ns | TNS, ns |
|---|---|---|
| 2_1_floorplan | 1.07 | 0 |
| 5_1_grt | 0.647 | 0 |
| 4_1_cts | 0.565 | 0 |
| 3_5_place_dp | -0.184 | -0.184 |
| 6_report | 0.649 | 0 |
| 3_3_place_gp | -0.181 | -0.181 |
==> power by group <==
group          switching (mW)  internal, mW
combinational           0.973         0.221
sequential            0.00182          11.3
clock                    4.26          5.57
==> metal layers <==
layer	up-vias	wire, um
met3	259	16300
met2	1378	62400
met1	11000	46900
met4	0	5810
li1	9457	-
met5	-	0
Power and IR drop assume default switching activity.
